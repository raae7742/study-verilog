File: design/flow/design.v
`timescale 1 ns/1 ns
module Sram_Result(Data_In, Data_Out, Addr, RW, En, Clk, Rst);
	input [(7-1):0] Addr;
	input RW;
	input En;
	input Clk;
	input Rst;
	input [(32-1):0] Data_In;
	output reg [(32-1):0] Data_Out;
	reg [(32-1):0] Memory [0:(2**7-1)];
	integer Index;
	always @ (posedge Clk) begin
	Data_Out <= 32'b0;
		if (Rst == 1'b1) begin
			for (Index=0; Index<(2**7); Index=Index+1)
				Memory[Index] <= 32'b0;
		end
		else if (En == 1'b1 && RW==1'b1)
			Memory[Addr] <= Data_In;
		else if (En == 1'b1 && RW==1'b0)
			Data_Out <= Memory[Addr];
	end
endmodule	
File: design/flow/run.sh
#!/bin/bash
# OpenROAD 26Q1-2900-gdf79404cd8, Yosys 0.63+post, stock flow scripts
make -C /OpenROAD-flow-scripts/flow DESIGN_CONFIG=/design/flow/config.mk WORK_HOME=/design/flow/orfs finish
File: design/flow/constraint.sdc
current_design Sram_Result

set clk_period 68.6
set clk_io_pct 0.2

create_clock -name clk0 -period $clk_period [get_ports {Clk}]

set non_clock_inputs [all_inputs -no_clocks]
set_input_delay [expr $clk_period * $clk_io_pct] -clock clk0 $non_clock_inputs
set_output_delay [expr $clk_period * $clk_io_pct] -clock clk0 [all_outputs]
File: design/flow/config.mk
export PLATFORM = sky130hd
export DESIGN_NAME = Sram_Result
export DESIGN_NICKNAME = Sram_Result
export VERILOG_FILES = /design/flow/design.v
export SDC_FILE = /design/flow/constraint.sdc
export NUM_CORES = 4
export LEC_CHECK = 1
export CORE_UTILIZATION = 40
==> results.txt <==
flow finished, numbers: Yosys cell types 73, Net Switching approximately 1.4 mW, CP max-delay cell buf_4, TNS Setup 0 ps, global router's overall resource usage 31.3%, CTS clk-pin slew, worst paths 60 ps, Post-synth seq share around two thirds, Synth-to-Final Area Change 11.4%, total chip power 5.72 mW, clock tree sinks approximately 4100, chip area 473000 µm², part of the power in registers between 50 and 60%, FP Util about two fifths, Commonest flop edfxtp_1, unrepaired setup endpoints after global routing false, Startpoint Class input port, clk latency of the worst-skew pair 1030 ps, switch share 24.6%, fin crit period 19000 ps, final instance count without filler cells 20438, Core ar. roughly 470000 µm², GRT overflow 0, HPWL reported at the end of detailed placement 420000 µm, Post-Route WL 689000 µm, first-pass GRT wire length 956000 µm, Synth top cell by count and2_1, Clk pwr share about 41%, CP Capture Type register, HP Class register to register, Registers, synthesis 4128, failing checks capacitance limit, slew limit, Fill cells approximately 40000, largest net degree at the start of global routing 86, Final Max Tran Viols 1, post-layout period usage between 20% and 30%, fmax 52.6 MHz, Top cell area share about 65%, Gate Count Post-Synth ~14000, Setup Crit Path Kind input port to register, First-pass DRT Iterations 9, Yosys chip area ~190000 µm², crit-path cells buf_8 > buf_4 > buf_4 > buf_4 > nor2b_4 > buf_4 > buf_4 > buf_4 > buf_4 > a221oi_1 > nor3_1 > o41ai_2 > buf_4 > o2111ai_1 > a211oi_1 > o22ai_1, Worst Reg-to-Reg Cells 8, FP Rows between 200 and 300, Port Buf Inserts 74, design internal power 4.31 mW, average size of a mapped cell 13.3 µm², Die W approximately 700 µm, number of warnings issued by yosys 1, critical path's largest stage delay 650 ps, worst-margin pin slew 1510 ps, cts bufs inserted 441, VDD IR max between 0.02 and 0.025 mV, tally of OpenROAD warnings 26, # setup viols final 0, clk buf depth 4, CP endpoint Data_Out[20], Static Leak 72.8 nW, synthesized cell area 188000 µm², CTS tree done, Starting DRT DRC Count 10010, Async SR Flop Fraction 0%, die span in y 688 µm, crit-path max FO 39, top cells by count and2_1 (4113), edfxtp_1 (4096), clkbuf_1 (1062), worst path arrival time 19870 ps, I/O Pins ~75, cell taking the most area after synthesis edfxtp_1, pwr dens 27.3 nW/µm², setup bufs post-CTS 0, Placed Cells 19569, vias in the first global route 119651, H-tree depth reported by CTS 5, yosys cell count about 14000, Hold-fix buffers, CTS 0, Placer Congestion 0.988, Worst R2R Start Memory[85][31], Comb power frac 8.3%, routed length per instance 33.7 µm, Critical Path Source Addr[0], antenna violations before repair ~55, CTS root buf clkbuf_16, crit path DRT 69480 ps, worst reg2reg setup slack 65100 ps, maxcap violations 1, Cell area leaders edfxtp_1 (65%), and2_1 (14%), mux2i_1 (2.4%), Setup Skew 67.9 ps, share of layout cells above drive strength 1 around an eighth, Reg2Reg Capture Point Data_Out[31], DRC viols 0, CTS resizes 0, Via-to-Cell Ratio 5.81, Top cell by count, worst path buf_4, routed vias approximately 120k, max_slew headroom -0.585%, flip-flops with a built-in enable 4096, final count of hold timing violations 0, status finished with violations, Routed Antenna Nets 0
-- state kept, by name (all words and copies together), names as in the netlist --
name      flops
Memory     4096
Data_Out     32
-- final cells by class --
| type | instances | area, µm² | area share [%] |
|---|---|---|---|
| sequential | 4128 | 124000 | 59.0 |
| multi-input combinational | 8504 | 58400 | 27.9 |
| clock buffer | 585 | 11800 | 5.64 |
| tap | 6198 | 7750 | 3.70 |
| timing repair buffer | 735 | 5920 | 2.82 |
| clock inverter | 229 | 1920 | 0.916 |
| antenna | 54 | 135 | 0.0645 |
| inverter | 5 | 41.3 | 0.0197 |
-- cells in the final DEF (no fill, tap or decap), types with 65 or more instances in the layout --
master,count
and2_1,4110
edfxtp_1,4096
buf_4,650
nand2_1,462
mux2i_1,453
a21oi_1,453
clkbuf_16,446
a221oi_1,387
a22oi_1,358
o21ai_0,278
nor2_1,272
a222oi_1,167
o22ai_1,162
mux2_2,137
or2_2,131
clkbuf_1,125
nor2_2,124
clkinv_1,110
mux4_2,105
clkinv_2,66
a22o_1,65
-- kinds of logic (layout without fill, tap and decap cells) --
group	Yosys count	after routing	share of synthesized area [%]
DFF	4128	4128	65.7
other	0	54	0
muxes	695	695	4.49
buffers and inverters	1540	1554	3.58
and+or+nand+nor	5360	5360	16.6
AOI/OAI and AO/OA	2449	2449	9.57
-- critical path, delay by kind of cell --
kind	cells	cell delay, ps
AOI/OAI and AO/OA	5	2160
buffers and inverters	9	3540
and+or+nand+nor	2	170
-- power by group through the flow --
stage         registers, mW  clock network, mW  logic (mW)
finish                 2.93               2.31       0.474
global route           2.94               2.42       0.489
CTS                    2.93               2.33       0.461
-- per-layer routing --
layer,vias to the layer above,global-route usage [%],part of all wire [%]
li1,51456,-,-
met1,58143,36.7,32
met2,7670,41.9,42
met3,1487,25.1,19
met4,72,14.7,6.2
met5,-,4.80,0.39
-- how the worst min path moves through the flow --
stage	start	endpoint	depth (start not counted)
4_1_cts	Memory[50][8]	Data_Out[8]	4
6_report	Memory[28][4]	Data_Out[4]	4
5_1_grt	Memory[28][4]	Data_Out[4]	4
-- per-stage QoR --
stage / hold slack [ps] / util [%] / instance area, µm² / setup slack (ps)
floorplan: 640 / - / 188000 / 52580
CTS: 845 / 44.8 / 209000 / 49850
detailed placement: 825 / 41.9 / 196000 / 48790
global placement: 806 / 41.8 / 196000 / 48770
finish: 848 / 44.8 / 210000 / 49600
global route: 892 / 44.8 / 210000 / 49590
Power figures rest on the tool's default switching activity, not on a simulated workload.
