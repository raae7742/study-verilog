==> /design/flow/design.v <==
module Barrel_Shifter(SH_DIR, SH_AMT, D_IN, D_OUT);
	input  SH_DIR;
	input  [4:0] SH_AMT;
	input  [31:0] D_IN;
	output [31:0] D_OUT;
	reg    [31:0] D_OUT;
	reg    [4:0] SHL_AMT;
	reg    [4:0] SHR_AMT;
	wire   [31:0] D_RIGHT;
	wire   [31:0] D_LEFT;
	Shl S_Shl(SHL_AMT, D_IN, D_LEFT);
	Shr S_Shr(SHR_AMT, D_IN, D_RIGHT);
	always @(SH_DIR, SH_AMT, D_IN, D_RIGHT, D_LEFT) begin
		if (SH_DIR == 1'b1) begin
			SHR_AMT = SH_AMT;
			SHL_AMT = 0;
			D_OUT <= D_RIGHT;
		end
		else begin
			SHL_AMT = SH_AMT;
			SHR_AMT = 0;
			D_OUT <= D_LEFT;
		end
	end
endmodule
`timescale 1 ns/1 ns
module Shl(SH_AMT, D_IN, D_OUT);
	input  [4:0] SH_AMT;
	input  [31:0] D_IN;
	output [31:0] D_OUT;
	wire   [31:0] D16;
	wire   [31:0] D08;
	wire   [31:0] D04;
	wire   [31:0] D02;
	Shl_16 S_Shl_16(SH_AMT[4], D_IN, D16);
	Shl_8 S_Shl_8(SH_AMT[3], D16, D08);
	Shl_4 S_Shl_4(SH_AMT[2], D08, D04);
	Shl_2 S_Shl_2(SH_AMT[1], D04, D02);
	Shl_1 S_Shl_1(SH_AMT[0], D02, D_OUT);
endmodule		
`timescale 1 ns/1 ns
module Shl_1(SH, D_IN, D_OUT);
	input  SH;
	input  [31:0] D_IN;
	output [31:0] D_OUT;
	reg    [31:0] D_OUT;
	always @(SH, D_IN) begin
		if(SH == 1'b1)
			D_OUT <= {D_IN[30:0], 1'b0};
		else
			D_OUT <= D_IN;
	end
endmodule
`timescale 1 ns/1 ns
module Shl_16(SH, D_IN, D_OUT);
	input  SH;
	input  [31:0] D_IN;
	output [31:0] D_OUT;
	reg    [31:0] D_OUT;
	always @(SH, D_IN) begin
		if(SH == 1'b1)
			D_OUT <= {D_IN[15:0], 16'h0};
		else
			D_OUT <= D_IN;
	end
endmodule
`timescale 1 ns/1 ns
module Shl_2(SH, D_IN, D_OUT);
	input  SH;
	input  [31:0] D_IN;
	output [31:0] D_OUT;
	reg    [31:0] D_OUT;
	always @(SH, D_IN) begin
		if(SH == 1'b1)
			D_OUT <= {D_IN[29:0], 2'b00};
		else
			D_OUT <= D_IN;
	end
endmodule
`timescale 1 ns/1 ns
module Shl_4(SH, D_IN, D_OUT);
	input  SH;
	input  [31:0] D_IN;
	output [31:0] D_OUT;
	reg    [31:0] D_OUT;
	always @(SH, D_IN) begin
		if(SH == 1'b1)
			D_OUT <= {D_IN[27:0], 4'h0};
		else
			D_OUT <= D_IN;
	end
endmodule
`timescale 1 ns/1 ns
module Shl_8(SH, D_IN, D_OUT);
	input  SH;
	input  [31:0] D_IN;
	output [31:0] D_OUT;
	reg    [31:0] D_OUT;
	always @(SH, D_IN) begin
		if(SH == 1'b1)
			D_OUT <= {D_IN[23:0], 8'h0};
		else
			D_OUT <= D_IN;
	end
endmodule
`timescale 1 ns/1 ns
module Shr(SH_AMT, D_IN, D_OUT);
	input  [4:0] SH_AMT;
	input  [31:0] D_IN;
	output [31:0] D_OUT;
	wire   [31:0] D16;
	wire   [31:0] D08;
	wire   [31:0] D04;
	wire   [31:0] D02;
	Shr_16 S_Shr_16(SH_AMT[4], D_IN, D16);
	Shr_8 S_Shr_8(SH_AMT[3], D16, D08);
	Shr_4 S_Shr_4(SH_AMT[2], D08, D04);
	Shr_2 S_Shr_2(SH_AMT[1], D04, D02);
	Shr_1 S_Shr_1(SH_AMT[0], D02, D_OUT);
endmodule		
`timescale 1 ns/1 ns
module Shr_1(SH, D_IN, D_OUT);
	input SH;
	input  [31:0] D_IN;
	output [31:0] D_OUT;
	reg    [31:0] D_OUT;
	always @(SH, D_IN) begin
		if(SH == 1'b1) begin
			if(D_IN[31] == 1'b1)
				D_OUT <= {1'b1, D_IN[31:1]};
			else
				D_OUT <= {1'b0, D_IN[31:1]};
		end
		else
			D_OUT <= D_IN;
	end
endmodule
`timescale 1 ns/1 ns
module Shr_16(SH, D_IN, D_OUT);
	input SH;
	input  [31:0] D_IN;
	output [31:0] D_OUT;
	reg    [31:0] D_OUT;
	always @(SH, D_IN) begin
		if(SH == 1'b1) begin
			if(D_IN[31] == 1'b1)
				D_OUT <= {16'hFFFF, D_IN[31:16]};
			else
				D_OUT <= {16'h0, D_IN[31:16]};
		end
		else
			D_OUT <= D_IN;
	end
endmodule
`timescale 1 ns/1 ns
module Shr_2(SH, D_IN, D_OUT);
	input SH;
	input  [31:0] D_IN;
	output [31:0] D_OUT;
	reg    [31:0] D_OUT;
	always @(SH, D_IN) begin
		if(SH == 1'b1) begin
			if(D_IN[31] == 1'b1)
				D_OUT <= {2'b11, D_IN[31:2]};
			else
				D_OUT <= {2'b00, D_IN[31:2]};
		end
		else
			D_OUT <= D_IN;
	end
endmodule
`timescale 1 ns/1 ns
module Shr_4(SH, D_IN, D_OUT);
	input SH;
	input  [31:0] D_IN;
	output [31:0] D_OUT;
	reg    [31:0] D_OUT;
	always @(SH, D_IN) begin
		if(SH == 1'b1) begin
			if(D_IN[31] == 1'b1)
				D_OUT <= {4'b1111, D_IN[31:4]};
			else
				D_OUT <= {4'b0000, D_IN[31:4]};
		end
		else
			D_OUT <= D_IN;
	end
endmodule
`timescale 1 ns/1 ns
module Shr_8(SH, D_IN, D_OUT);
	input SH;
	input  [31:0] D_IN;
	output [31:0] D_OUT;
	reg    [31:0] D_OUT;
	always @(SH, D_IN) begin
		if(SH == 1'b1) begin
			if(D_IN[31] == 1'b1)
				D_OUT <= {8'hFF, D_IN[31:8]};
			else
				D_OUT <= {8'h0, D_IN[31:8]};
		end
		else
			D_OUT <= D_IN;
	end
endmodule
==> /design/flow/run.sh <==
#!/bin/bash
# OpenROAD 26Q1-2900-gdf79404cd8, Yosys 0.63+post, stock flow scripts
make -C /OpenROAD-flow-scripts/flow DESIGN_CONFIG=/design/flow/config.mk WORK_HOME=/design/flow/orfs finish
==> /design/flow/config.mk <==
export PLATFORM = sky130hd
export DESIGN_NAME = Barrel_Shifter
export DESIGN_NICKNAME = Barrel_Shifter
export VERILOG_FILES = /design/flow/design.v
export SDC_FILE = /design/flow/constraint.sdc
export NUM_CORES = 4
export LEC_CHECK = 1
export CORE_UTILIZATION = 40
==> /design/flow/constraint.sdc <==
current_design Barrel_Shifter

set clk_period 8.9
set clk_io_pct 0.2

create_clock -name clk0 -period $clk_period

set non_clock_inputs [all_inputs -no_clocks]
set_input_delay [expr $clk_period * $clk_io_pct] -clock clk0 $non_clock_inputs
set_output_delay [expr $clk_period * $clk_io_pct] -clock clk0 [all_outputs]
==> flow_metrics.env <==
# yosys + openroad results
export IMPL_fmax_mhz=144
export IMPL_power_density_nw_per_um2=69.1
export IMPL_grt_first_pass_wirelength_um=28400
export IMPL_yosys_area_um2=3770
export IMPL_nFillCells=954
export IMPL_final_hold_viol_count=0
export IMPL_yosysCellCount=548
export IMPL_syn_area_um2=3770
export IMPL_track_usage_pct=39.0
export IMPL_common_cells="nand2_1, a21oi_1, mux2i_1, nor2_1, buf_2"
export IMPL_firstDrtPassIters=5
export IMPL_grt_overflow=0
export IMPL_first_global_vias=4587
export IMPL_hp_class="input pin to output pin"
export IMPL_start_kind="input pin"
export IMPL_warnings=32
export IMPL_dp_final_hpwl_um=13700
export IMPL_slowest_stage="clkdlybuf4s50_1"
export IMPL_cp_max_fo=46
export IMPL_nClkBuffers=0
export IMPL_cts_resized=0
export IMPL_die_width_um=99.1
export IMPL_min_period_over_period_pct=78.2
export IMPL_fin_cells=674
export IMPL_combPwrFrac_pct=100.0
export IMPL_dieArea_um2=9820
export IMPL_hold_buffers=0
export IMPL_status="finished clean"
export IMPL_synth_area_top_cells="mux2i_1, mux4_2, nand2_1"
export IMPL_fp_dieH_um=99.1
export IMPL_p_switching_w=0.000170
export IMPL_worstSetupEndpointType="output pin"
export IMPL_maxCapViolCount=0
export IMPL_grt_max_degree=56
export IMPL_routed_via_density=7.41
export IMPL_p_leak_nw=1.61
export IMPL_io_buffers=70
export IMPL_synth_cells=548
export IMPL_sw_frac_of_total_pct=56.7
export IMPL_rsz0062_at_grt="false"
export IMPL_drive_gt1_share_pct=8.17
export IMPL_setup_tns_ns=0
export IMPL_post_drt_wl_per_cell_um=27.7
export IMPL_core_area_um2=9200
export IMPL_drc_errors=0
export IMPL_flops=0
export IMPL_n_antenna_cell=0
export IMPL_top_cell_area_share_pct=9.82
export IMPL_fp_util_pct=41.0
export IMPL_ys_seq_share_pct=0
export IMPL_seqPwrFrac_pct=0
export IMPL_crit_type="input pin to output pin"
export IMPL_antenna_found_initial=0
export IMPL_place_gp_congestion=1.04
export IMPL_peakVddDrop_uv=48.0
export IMPL_vias=4992
export IMPL_pwr_share_clk_pct=0
export IMPL_area_growth_pct=14.9
export IMPL_synth_distinct_cells=72
export IMPL_top_level_ports=70
export IMPL_tightest_slew_ns=0.822
export IMPL_internal_power_w=0.000130
export IMPL_yosys_warnings=11
export IMPL_path_cells="clkdlybuf4s50_1 > buf_4 > nand2_1 > a211oi_1 > a311oi_1 > a221oi_1 > nor2_1 > or3_1 > clkdlybuf4s50_1"
export IMPL_max_stage_delay_ns=0.62
export IMPL_top_cell="nand2_1"
export IMPL_relSlewSlack_pct=44.7
export IMPL_syn_avg_cell_area_um2=6.88
export IMPL_cp_arrival_ns=5.18
export IMPL_cp_common_cell="clkdlybuf4s50_1"
export IMPL_total_power_w=0.000299
export IMPL_slew_violations=0
export IMPL_seq_area_um2=0
export IMPL_largest_area_cell="mux2i_1"
export IMPL_routed_wl_um=18700
export IMPL_drt_iter0_markers=629
export IMPL_placed_cells=674
export IMPL_worstPathRequired_ns=7.12
export IMPL_num_rows=35
export IMPL_min_period_ns=6.96
export IMPL_setup_viol=0
export IMPL_cts_setup_buffers=0
export IMPL_ant_nets=0
[area by class of cell]
class                           count  area (um^2)  area share, %
Tap cell                          111          139           3.21
Inverter                            9         33.8          0.780
Timing Repair Buffer               83          783           18.1
Multi-Input combinational cell    471         3380           77.9
[placed cells by master (no fill, tap or decap), types with 8 or more instances in the layout]
| cell type | instances |
|---|---|
| o22ai_1 | 18 |
| a211oi_1 | 21 |
| a22o_1 | 12 |
| mux2i_1 | 37 |
| clkdlybuf4s50_1 | 67 |
| o21ai_0 | 21 |
| a21oi_1 | 37 |
| a22oi_1 | 11 |
| o32ai_1 | 14 |
| nor2_1 | 35 |
| nand2b_1 | 8 |
| nor2b_1 | 8 |
| nand2_1 | 57 |
| a21o_1 | 13 |
| buf_4 | 13 |
| o221ai_1 | 9 |
| o21ai_1 | 13 |
| nor3_1 | 9 |
| mux4_2 | 14 |
| nand3_1 | 8 |
[metal layers]
| metal | up-vias | global-route usage, % | routed length, um |
|---|---|---|---|
| li1 | 2218 | - | - |
| met1 | 2371 | 55.3 | 7790 |
| met2 | 358 | 59.1 | 8160 |
| met3 | 45 | 9.31 | 2020 |
| met4 | 0 | 12.2 | 707 |
| met5 | - | 0 | 0 |
[power by group through the flow]
stage	Combinational [W]	Clock [W]	Sequential [W]
CTS	0.000291	0	0
global route	0.000318	0	0
finish	0.000299	0	0
[kinds of logic (layout without fill, tap and decap cells)]
kind of cell	after synthesis	in the layout	share of synthesized area, %
compound gates	252	252	48.5
buf+inv	77	92	10.5
mux	56	56	19.7
simple gates	163	163	21.3
[critical path: cells and delay by family]
family,cells,cell delay (ns)
AND-OR/OR-AND,3,0.85
buffers and inverters,3,1.50
AND/OR/NAND/NOR,3,1.03
[stage by stage]
step                instance area, um^2  utilization [%]  setup WS [ns]  hold WS (ns)
finish                             4330             47.1           1.94          4.54
CTS                                4330             47.1           2.01          4.54
global placement                   4330             47.1           2.00          4.54
detailed placement                 4330             47.1           2.01          4.55
floorplan                          3770                -           3.85          3.78
global route                       4330             47.1           1.78          4.63
[path summary, 6_finish.rpt]
kind | start | endpoint | slack [ns] | cells after the start
worst max-delay path | SH_AMT[2] | D_OUT[16] | 1.94 | 9
worst min-delay path | SH_DIR | D_OUT[9] | 4.54 | 4
